`design/flow/config.mk`:
```
export PLATFORM = sky130hd
export DESIGN_NAME = iir_filter_threefold
export DESIGN_NICKNAME = iir_filter_threefold
export VERILOG_FILES = /design/flow/design.v
export SDC_FILE = /design/flow/constraint.sdc
export NUM_CORES = 4
export LEC_CHECK = 1
export CORE_UTILIZATION = 30
```
`design/flow/constraint.sdc`:
```
current_design iir_filter_threefold

set clk_period 8.2
set clk_io_pct 0.2

create_clock -name clk0 -period $clk_period [get_ports {clk}]

set non_clock_inputs [all_inputs -no_clocks]
set_input_delay [expr $clk_period * $clk_io_pct] -clock clk0 $non_clock_inputs
set_output_delay [expr $clk_period * $clk_io_pct] -clock clk0 [all_outputs]
```
`design/flow/design.v`:
```
`timescale 1ns / 1ps
module adder_fixed(in1,in2,addout);
input  [19:0] in1,in2;
output reg [19:0] addout=0;
always@(*)
begin
addout=in1+in2;
end
endmodule
`timescale 1ns / 1ps
module counter(clk,count);
input clk;
output reg [1:0]count=0;
reg [2:0]temp=1;
always@(posedge clk)
if(temp<4)
    begin
    temp <= temp+1;
    count <= temp-1;
    end
else
    begin
    temp <= 2;
    count <= 0;
    end
endmodule
`timescale 1ns / 1ps
module delay_five(clk,in,out);
input clk;
input [19:0]in;
output reg [19:0]out=0;
reg [19:0]t1=0,t2=0,t3=0,t4=0;
always@(posedge clk)
begin
t1 <= in;
t2 <= t1;
t3 <= t2;
t4 <= t3;
out <= t4;
end
endmodule
`timescale 1ns / 1ps
module delay_one(clk,in,out);
input clk;
input [19:0]in;
output reg [19:0]out=0;
always@(posedge clk)
begin
out <= in;
end
endmodule
`timescale 1ns / 1ps
module delay_three(clk,in,out);
input clk;
input [19:0]in;
output reg [19:0]out=0;
reg [19:0]t1=0,t2=0;
always@(posedge clk)
begin
t1 <= in;
t2 <= t1;
out <= t2;
end
endmodule
`timescale 1ns / 1ps
module iir_filter_threefold(clk,x,y);
input clk;
input [19:0]x;
output reg [19:0]y=0;
wire [1:0]count;
reg [19:0]in1=0,in2=0,in3=0,in4=0;
wire [19:0]addout,mulout;
wire [19:0]f1,f2,f3,f4;
counter c1(clk,count);
adder_fixed af1(in1,in2,addout);
multiplier_fixed mf1(in3,in4,mulout);
delay_five d1(clk,addout,f1);
delay_five d2(clk,f1,f2);
delay_three d3(clk,mulout,f3);
delay_one d4(clk,f3,f4);
always@(posedge clk)
begin
if(count==0)
    begin
    in1=mulout;
    in2=addout;
    in3=20'b00000_01000_00000_00000;    
    in4=f2;
    end
else if(count==1)
    begin
    in1=x;
    in2=addout;
    in3=20'b00000_00100_00000_00000;    
    in4=f1;
    end
else
    begin
    in1=f3;
    in2=f4;
    in3=20'b00000_00010_00000_00000;    
    in4=addout;
    y=addout;
    end
end
endmodule
`timescale 1ns / 1ps
module multiplier_fixed(in1,in2,mulout);
input  [19:0] in1,in2;
output reg [19:0]mulout=0;
reg [40:0]temp;
always@(*)
begin
temp=in1*in2;
mulout=temp[29:10];
end
endmodule
```
`design/flow/run.sh`:
```
#!/bin/bash
# OpenROAD 26Q1-2900-gdf79404cd8, Yosys 0.63+post, stock flow scripts
make -C /OpenROAD-flow-scripts/flow DESIGN_CONFIG=/design/flow/config.mk WORK_HOME=/design/flow/orfs finish
```
==> reports/metrics.cfg <==
[run_status]
status = complete, no violations

[final_layout]
stdcell_count = 1544
final_layout_size_suffix_gt1_frac = 0.0750
lay_top_cells = dfxtp_1, ha_1, nand2_1
layout_top_cell = dfxtp_1
area_growth_pct = 17.8

[floorplanning]
fp-utilization = 0.304
rows = 72
die_x_um = 200
chipArea_mm2 = 0.0399
ios = 41
core_area_mm2 = 0.0386
die_h_um = 200

[clock_tree]
cts_tree = yes
clkLatencyLatePin_ns = 0.57
cts.repair.resized = 0
cts_buffer_depth = 3
cts-root-buf = clkbuf_16
h-tree-depth = 1
clk_pin_slew_ns = 0.07
hold_buffers = 0
clock_sinks = 353
numCtsBuffers = 31
post_cts_buffers = 0

[synth]
yosys.cell_types.count = 49
ys_sh_simple = 0.0794
yosys.area_share.adder = 0.148
ys_seq_elements = 353
syn_inst = 947
ys_cells = 947
flop_cell = dfxtp_1
topCellsByArea = dfxtp_1, ha_1, edfxtp_1, and2_1, fa_1
yosys_warnings = 7
syn_area_per_cell_um2 = 12.4
synthMuxAreaShare = 0.0271
synth_seq_share = 0.620
netlist_area_mm2 = 0.0117
yosys_area_mm2 = 0.0117
synthAoiAreaFrac = 0.0704
top_area_frac = 0.569
synth-edff-count = 20
ys_sh_xor = 0.0314
synth.logic.top_family = adder cells
largest_area_cell = dfxtp_1
async_flop_share = 0

[critical_path]
worstPathArrival_ns = 5.22
end_kind = flip-flop
critPathRequiredTime_ns = 8.63
path_class = reg -> reg
startpoint_type = flip-flop
r2r_cells = 19
critPathMaxFanout = 19

[global_route]
grt_max_degree = 68
grt.total_usage = 0.108
first_global_vias = 6036
antenna_found_initial = 0
overflow = 0
grt_pass1_wl_mm = 32.4

[sta]
fin_ws_ns = 3.41
finClkSkew_ns = 0.0290
fmax_mhz = 209
fin_crit_sh = 0.584
tightest_slew_ns = 0.675
setup_viol_count_final = 0
finalSetupTns_ns = 0
hold_viol = 0
finalMaxSlewViolations = 0
slew-limit-headroom = 0.550
rsz0062_at_grt = false
min_period_ns = 4.79

[run]
warning_count = 25
max_cap_viol_count = 0

[route]
vias_per_cell = 4.17
routedWlPerCell_um = 12.8
wl_mm = 19.8
drcViolationCount = 0
drt_iter0_drc = 185
dr.pass1.iters = 4
final_antenna_net_count = 0
antennaDiodeCount = 0
vias = 6444

[power_and_ir_drop]
power.density_mw_per_mm2 = 234
p_leak_nw = 5.89
total_power_mw = 3.23
ir_drop_mv = 0.164

[min_path]
hp-class = reg -> reg
min_path_cells = 0

[placed_design]
io_buffers = 40
dp_slack_ns = 3.38
place.gp.congestion = 0.865
hpwlAfterDp_mm = 13.8
dpl.cell_count = 1486

## critical path, cell delays in order, from the launching register on
cell and delay, ns:
dfxtp_1 0.66, nand2_1 0.16, fa_1 0.56, inv_1 0.04, ha_1 0.18, ha_1 0.27
ha_1 0.13, inv_1 0.05, fa_1 0.50, inv_1 0.04, ha_1 0.28, ha_1 0.29
ha_1 0.35, o21a_1 0.19, o21ai_0 0.17, o21bai_1 0.16, a31oi_1 0.10, nor2_1 0.19
nor4b_1 0.27, nor3_1 0.09
## per-stage QoR
| step | instance area (um^2) | hold slack [ns] | util |
|---|---|---|---|
| floorplan | 11700 | 0.310 | - |
| global placement | 12700 | 0.310 | 0.330 |
| detailed placement | 12700 | 0.312 | 0.330 |
| CTS | 13800 | 0.323 | 0.358 |
| global route | 13800 | 0.324 | 0.358 |
| finish | 13800 | 0.321 | 0.358 |
## state kept, by name, indices dropped and copies added, names as in the netlist
name	count
d3.out	19
c1.count	2
d1.t3	19
d1.t2	19
d3.t1	19
d2.out	19
d1.t4	19
d2.t1	19
c1.temp	3
d1.out	19
d4.out	19
in2	20
in4	19
d2.t2	19
d1.t1	19
d2.t4	19
d2.t3	19
in1	20
y	20
d3.t2	19
in3	3
## cells in the mapped netlist (all sizes together) (5+ instances only)
| cell | instances |
|---|---|
| mux2i | 25 |
| inv | 52 |
| and3 | 5 |
| nand2 | 71 |
| and2 | 46 |
| nor3 | 10 |
| xor2 | 16 |
| mux2 | 6 |
| o21a | 5 |
| nor2b | 11 |
| nor2 | 27 |
| dfxtp | 333 |
| a21oi | 32 |
| o21ai | 47 |
| fa | 14 |
| buf | 5 |
| nand2b | 5 |
| a21o | 7 |
| clkbuf | 17 |
| o22ai | 6 |
| ha | 116 |
| a31oi | 7 |
| a211oi | 11 |
| edfxtp | 20 |
| xnor2 | 26 |
## area by class of cell
class | instances | area [um^2]
inverters | 52 | 195
repair buffers | 43 | 423
fillers | 3781 | 24800
flip-flops and latches | 353 | 7270
clock inverters | 16 | 170
multi-input cells | 520 | 4170
clock buffers | 42 | 920
well taps | 518 | 648
## worst paths after layout
check	end	start	slack, ns
max	in1[17]	in3[11]	3.41
min	d1.out[12]	d1.t4[12]	0.32
max reg2reg	in1[17]	in3[11]	3.41
min reg2reg	d1.out[12]	d1.t4[12]	0.32
## cell families after synthesis
group                    after synthesis
buffers and inverters                 74
AND/OR/NAND/NOR                      188
XOR/XNOR                              42
adder cells (fa/ha/maj)              130
multiplexers                          31
flip-flops                           353
AND-OR/OR-AND                        129
## power breakdown
part | switching [mW] | leakage (nW) | internal [mW]
logic | 0.00318 | 2.52 | 0.00860
registers | 0 | 2.83 | 1.73
clock network | 0.612 | 0.545 | 0.883
## routing by layer
| metal | track usage | wire (um) | vias up | part of all wire |
|---|---|---|---|---|
| met4 | 0.0240 | 487 | 0 | 0.025 |
| met5 | 0 | 0 | - | 0 |
| met3 | 0.0296 | 1280 | 32 | 0.065 |
| li1 | - | - | 3302 | - |
| met1 | 0.174 | 10300 | 2976 | 0.52 |
| met2 | 0.146 | 7740 | 134 | 0.39 |
Power figures rest on the tool's default switching activity, not on a simulated workload.
